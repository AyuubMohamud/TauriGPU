==> ./design.v <==
module alu (
    input   wire logic                  core_clock_i,  
    input   wire logic                  flush_i,  
    input   wire logic [31:0]           a,  
    input   wire logic [31:0]           b,  
    input   wire logic [6:0]            opc,  
    input   wire logic [4:0]            dest_i,  
    input   wire logic                  bank_i,  
    input   wire logic                  valid_i,  
    output       logic                  wb_reg_wen_o,  
    output       logic [31:0]           wb_result_o,  
    output       logic [4:0]            wb_dest_o,  
    output       logic                  wb_bank_o,  
    output       logic                  wb_valid_o,  
    output       logic                  wb_branch_exec_o,  
    output       logic                  wb_branch_taken_o  
);
    initial wb_reg_wen_o = 0;
    initial wb_result_o = 0;
    initial wb_dest_o = 0;
    initial wb_bank_o = 0;
    initial wb_valid_o = 0;
    initial wb_branch_exec_o = 0;
    initial wb_branch_taken_o = 0;
    wire [31:0] xor_result = a^b;
    wire [31:0] and_result = a&b;
    wire [31:0] or_result =  a|b;
    wire [31:0] add_result = opc[0] ? a-b : a+b;
    wire [31:0] cond_result;
    wire [31:0] shift_result;
    wire [4:0] shamt;
    assign shamt = b[4:0];
    wire [31:0] shift_operand1;
    for (genvar i = 0; i < 32; i++) begin : bit_rev1
        assign shift_operand1[i] = !opc[0] ? a[31-i] : a[i];
    end
    wire [31:0] shift_stage1;
    assign shift_stage1[31] = opc[1] ? a[31] : 1'b0;
    assign shift_stage1[30:0] = shift_operand1[31:1]; 
    wire [31:0] shift_res_stage1;
    assign shift_res_stage1 = shamt[0] ? shift_stage1 : shift_operand1;
    wire [31:0] shift_stage2;
    assign shift_stage2[31:30] =  opc[1] ? {{2{a[31]}}} : 2'b00;
    assign shift_stage2[29:0] = shift_res_stage1[31:2]; 
    wire [31:0] shift_res_stage2;
    assign shift_res_stage2 = shamt[1] ? shift_stage2 : shift_res_stage1;
    wire [31:0] shift_stage3;
    assign shift_stage3[31:28] =  opc[1] ? {{4{a[31]}}} : 4'b00;
    assign shift_stage3[27:0] = shift_res_stage2[31:4]; 
    wire [31:0] shift_res_stage3;
    assign shift_res_stage3 = shamt[2] ? shift_stage3 : shift_res_stage2;
    wire [31:0] shift_stage4;
    assign shift_stage4[31:24] =  opc[1] ? {{8{a[31]}}} : 8'b00;
    assign shift_stage4[23:0] = shift_res_stage3[31:8]; 
    wire [31:0] shift_res_stage4;
    assign shift_res_stage4 = shamt[3] ? shift_stage4 : shift_res_stage3;
    wire [31:0] shift_stage5;
    assign shift_stage5[31:16] =  opc[1] ? {{16{a[31]}}} : 16'b00;
    assign shift_stage5[15:0] = shift_res_stage4[31:16]; 
    wire [31:0] shift_res_stage5;
    assign shift_res_stage5 = shamt[4] ? shift_stage5 : shift_res_stage4;
    for (genvar i = 0; i < 32; i++) begin : bit_rev2
        assign shift_result[i] = !opc[0] ? shift_res_stage5[31-i] : shift_res_stage5[i];
    end
    wire lt_31 = a[30:0]<b[30:0];
    wire eq_32 = a==b;
    wire lt = {a[31],b[31]}==2'b00 ? lt_31 : {a[31],b[31]}==2'b01 ? 1'b0 : {a[31],b[31]}==2'b10 ? 1'b1 : lt_31;
    wire eq = eq_32;
    wire ge = !(lt);
    wire ltu = {a[31],b[31]}==2'b00 ? lt_31 : {a[31],b[31]}==2'b01 ? 1'b1 : {a[31],b[31]}==2'b10 ? 1'b0 : lt_31;
    wire geu = !{ltu};
    wire max = opc[0] ? ge : geu;
    wire min = opc[0] ? lt : ltu;
    wire [31:0] max_result = max ? a : b;
    wire [31:0] min_result = min ? a : b;
    assign cond_result = opc[1] ? max_result : min_result;
    wire gpu_branch_taken = opc[2:1]==2'b00 ? max : opc[2:1]==2'b01 ? min : opc[2:1]==2'b10 ? eq : !eq;
    always_ff @(posedge core_clock_i) begin : registered_alu_logic
        wb_valid_o <= !flush_i&valid_i;
        wb_branch_exec_o <= opc[6]&valid_i;
        wb_branch_taken_o <= gpu_branch_taken&valid_i;
        wb_dest_o <= dest_i;
        wb_reg_wen_o <= valid_i&(dest_i!=0);
        wb_bank_o <= bank_i;
        case (opc[5:3])
            3'b000: begin
                wb_result_o <= xor_result;
            end
            3'b001: begin
                wb_result_o <= and_result;
            end
            3'b010: begin
                wb_result_o <= or_result;
            end
            3'b011: begin
                wb_result_o <= add_result;
            end
            3'b100: begin
                wb_result_o <= shift_result;
            end
            3'b101: begin
                wb_result_o <= cond_result;
            end
        endcase
    end
endmodule
==> ./run.sh <==
#!/bin/bash
# OpenROAD 26Q1-2900-gdf79404cd8, Yosys 0.63+post, stock flow scripts
make -C /OpenROAD-flow-scripts/flow DESIGN_CONFIG=/design/flow/config.mk WORK_HOME=/design/flow/orfs finish
==> ./config.mk <==
export PLATFORM = sky130hd
export DESIGN_NAME = alu
export DESIGN_NICKNAME = alu
export VERILOG_FILES = /design/flow/design.v
export SDC_FILE = /design/flow/constraint.sdc
export NUM_CORES = 4
export LEC_CHECK = 1
export CORE_UTILIZATION = 40
==> ./constraint.sdc <==
current_design alu

set clk_period 11.1
set clk_io_pct 0.2

create_clock -name clk0 -period $clk_period [get_ports {core_clock_i}]

set non_clock_inputs [all_inputs -no_clocks]
set_input_delay [expr $clk_period * $clk_io_pct] -clock clk0 $non_clock_inputs
set_output_delay [expr $clk_period * $clk_io_pct] -clock clk0 [all_outputs]
==> flow_metrics.env <==
# implementation run metrics
export IMPL_dpl_cells=1624
export IMPL_cts_repair_timing_setup_buffer_count=0
export IMPL_crit_path_cell_trace="clkdlybuf4s50_1, clkinv_1, ha_1, nor2b_1, nor3_1, nand2_1, o2111a_1, o21ai_0, a21oi_1, a21boi_0, o21bai_1, a21o_1, fa_1, a21oi_2, xor2_4, buf_4, mux2i_1, a21o_1, a221oi_1, o221ai_1, o21ai_0, a2bb2oi_1"
export IMPL_die_width_um=158
export IMPL_numClockSinks=42
export IMPL_detailed_router_iteration_count_before_antenna_repair=6
export IMPL_synth_top_cells_by_count="sky130_fd_sc_hd__a21oi_1, sky130_fd_sc_hd__inv_1, sky130_fd_sc_hd__ha_1, sky130_fd_sc_hd__nor2_1, sky130_fd_sc_hd__o21ai_0"
export IMPL_finalSetupTns_ns=0
export IMPL_max_clock_path_buffers=2
export IMPL_post_synth_num_cell_types=83
export IMPL_post_dp_cell_area_um2=11100
export IMPL_grt_pass1_wl_mm=61.1
export IMPL_yosys_most_used_dff="sky130_fd_sc_hd__edfxtp_1"
export IMPL_routed_wire_length_per_instance_um=25.1
export IMPL_crit_required_ns=11.15
export IMPL_drtIter0Drc=1083
export IMPL_timing_critical_path_to_type="register"
export IMPL_critPathMaxFanout=34
export IMPL_grt_overflow=0
export IMPL_fp_util=0.411
export IMPL_timing_worst_slew_pin_value_ns=1.15
export IMPL_edf_count=32
export IMPL_count_of_warnings_emitted_by_yosys=1
export IMPL_syn2layout_area_growth_pct=16.5
export IMPL_postCtsResizedCells=0
export IMPL_outcome="complete, no violations"
export IMPL_cts_made_buffers=5
export IMPL_synthDominantAreaCellType="sky130_fd_sc_hd__ha_1"
export IMPL_number_of_storage_elements_in_the_synthesis_netlist=42
export IMPL_hold_path_depth=1
export IMPL_synth_top_cell_area_share=0.123
export IMPL_synthesis_instances=1244
export IMPL_irDropWorstVdd_uv=67.7
export IMPL_grt_max_degree=69
export IMPL_timing_critical_path_depth=22
export IMPL_final_util=0.479
export IMPL_setup_worst_path_class="primary input to register"
export IMPL_main_area_contributors="sky130_fd_sc_hd__ha_1, sky130_fd_sc_hd__edfxtp_1, sky130_fd_sc_hd__mux4_2"
export IMPL_final_setup_viol_count=0
export IMPL_avgViaCountPerCell=6.37
export IMPL_gp_congestion=1.02
export IMPL_floorplan_core_area_um2=23600
export IMPL_first_global_vias=9565
export IMPL_mappedNetlistArea_um2=9700
export IMPL_tally_of_max_capacitance_violations=0
export IMPL_hold_viol=0
export IMPL_via_count=10400
export IMPL_number_of_warnings_the_tools_reported=89
export IMPL_worst_path_dominant_cell_family="AND-OR/OR-AND gates"
export IMPL_min_delay_path_class="primary input to register"
export IMPL_initial_antenna_violation_count=0
export IMPL_grt_util_all_layers=0.345
export IMPL_fraction_of_layout_instances_using_a_drive_strength_above_1=0.0914
export IMPL_cts_max_level=2
export IMPL_final_min_period_over_clock_period=0.769
export IMPL_worst_endpoint_arrival_ns=8.58
export IMPL_tritoncts="yes"
export IMPL_cellLeakagePower_nw=4.81
export IMPL_crit_path_start_kind="primary input"
export IMPL_crit_buf_inv=3
export IMPL_ctsHoldBuffers=0
export IMPL_power_density_cell_area_nw_per_um2=85.8
export IMPL_crit_path_max_incr_delay_ns=0.90
export IMPL_post_dp_hpwl_mm=31.5
export IMPL_syn_mean_instance_area_um2=7.80
export IMPL_finalMaxSlewViolations=0
export IMPL_yosys_stat_cells=1244
export IMPL_drt_wirelength_mm=41.0
export IMPL_maxClockFrequency_mhz=117
export IMPL_top_level_ports=122
export IMPL_rows=56
export IMPL_final_area_um2=11300
export IMPL_cts_root_buf="sky130_fd_sc_hd__clkbuf_16"
export IMPL_final_min_clock_period_ns=8.54
export IMPL_worst_path_max_delay_cell="sky130_fd_sc_hd__clkdlybuf4s50_1"
export IMPL_async_flop_share=0
export IMPL_layoutNonFillerInstCount=1633
export IMPL_synth_seq_area_share=0.120
export IMPL_floorplan_die_area_um2=24900
export IMPL_dieHeight_um=158
export IMPL_cts_clk_slew_worst_paths_ns=0.07
export IMPL_rsz_0062_raised_after_global_routing="no"
export IMPL_netlist_top_cell_by_instances="sky130_fd_sc_hd__a21oi_1"
export IMPL_worst_slew_margin_relative_to_its_limit=0.232
export IMPL_yosysChipArea_um2=9700
export IMPL_drtAntennaViolNets=0
export IMPL_placement_io_buffers=121
export IMPL_remaining_drcs=0
==> sequential cells by signal (all words and copies together), names as in the netlist <==
name / flops
wb_bank_o: 1
wb_valid_o: 1
wb_reg_wen_o: 1
wb_dest_o: 5
wb_branch_exec_o: 1
wb_result_o: 32
wb_branch_taken_o: 1
==> cells in the final DEF (no fill, tap or decap), types with 8 or more instances in the layout <==
cell	n
sky130_fd_sc_hd__o31ai_1	14
sky130_fd_sc_hd__a21o_1	40
sky130_fd_sc_hd__a221o_1	20
sky130_fd_sc_hd__o211ai_1	9
sky130_fd_sc_hd__a2bb2oi_1	13
sky130_fd_sc_hd__edfxtp_1	32
sky130_fd_sc_hd__nand2b_1	45
sky130_fd_sc_hd__inv_1	109
sky130_fd_sc_hd__a21oi_1	142
sky130_fd_sc_hd__nor4_1	8
sky130_fd_sc_hd__nand3_1	9
sky130_fd_sc_hd__a221oi_1	22
sky130_fd_sc_hd__o22ai_1	15
sky130_fd_sc_hd__o21ai_0	78
sky130_fd_sc_hd__a211oi_1	17
sky130_fd_sc_hd__nor2b_1	11
sky130_fd_sc_hd__nand2_1	75
sky130_fd_sc_hd__mux2i_1	52
sky130_fd_sc_hd__nor3_1	23
sky130_fd_sc_hd__dfxtp_1	10
sky130_fd_sc_hd__o22a_1	10
sky130_fd_sc_hd__o21bai_1	10
sky130_fd_sc_hd__mux2_2	22
sky130_fd_sc_hd__mux4_2	38
sky130_fd_sc_hd__buf_4	30
sky130_fd_sc_hd__nor2_1	89
sky130_fd_sc_hd__clkdlybuf4s50_1	117
sky130_fd_sc_hd__ha_1	95
sky130_fd_sc_hd__o21a_1	20
==> final timing paths <==
check | start | to | slack (ns)
hold / removal | bank_i | wb_bank_o$_DFF_P_ | 2.36
setup / recovery | b[4] | wb_result_o[22]$_DFFE_PP_ | 2.56
==> layer usage <==
metal  up-vias  track usage  part of all wire
met4         0       0.0841             0.032
met3        67       0.0557             0.094
met2       599        0.523              0.44
li1       4799            -                 -
met1      4943        0.519              0.44
met5         -            0                 0
==> final cells by class <==
cell class | instances | area, µm²
fillers | 2324 | 12300
multi-input cells | 1000 | 7720
repair buffers | 150 | 1410
flip-flops and latches | 42 | 1160
inverters | 113 | 424
well taps | 319 | 399
clock buffers | 7 | 175
clock inverters | 1 | 8.76
diodes | 1 | 2.50
==> cells by family after synthesis <==
logic type               count (synthesis)  share of synthesized area
XOR/XNOR                                 4                    0.00439
flip-flops                              42                      0.120
multiplexers                           117                      0.179
buffers and inverters                  202                     0.0859
AND-OR/OR-AND                          477                      0.329
adder cells (fa/ha/maj)                 99                      0.131
AND/OR/NAND/NOR                        303                      0.151
==> power breakdown <==
group / internal, W / switching, W / leakage (nW)
clock network: 0.000111 / 0.0000725 / 0.0904
logic: 0.000248 / 0.000334 / 4.31
registers: 0.000198 / 0.00000655 / 0.412
==> stage by stage <==
| stage | hold WS, ns | setup WS [ns] | total power [W] |
|---|---|---|---|
| finish | 2.36 | 2.56 | 0.000970 |
| global route | 2.37 | 2.02 | 0.00103 |
| CTS | 2.35 | 2.63 | 0.000965 |
| detailed placement | 2.67 | 2.33 | 0.000776 |
| global placement | 2.69 | 2.51 | 0.000779 |
| floorplan | 2.25 | 3.82 | 0.000554 |
Power and IR drop assume default switching activity.
