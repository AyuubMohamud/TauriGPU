<file path="./run.sh">
#!/bin/bash
# OpenROAD 26Q1-2900-gdf79404cd8, Yosys 0.63+post, stock flow scripts
make -C /OpenROAD-flow-scripts/flow DESIGN_CONFIG=/design/flow/config.mk WORK_HOME=/design/flow/orfs finish
</file>
<file path="./config.mk">
export PLATFORM = sky130hd
export DESIGN_NAME = tcbram
export DESIGN_NICKNAME = tcbram
export VERILOG_FILES = /design/flow/design.v
export SDC_FILE = /design/flow/constraint.sdc
export NUM_CORES = 4
export LEC_CHECK = 1
export CORE_UTILIZATION = 40
export SYNTH_MEMORY_MAX_BITS = 65536
</file>
<file path="./constraint.sdc">
current_design tcbram

set clk_period 47.3
set clk_io_pct 0.2

create_clock -name clk0 -period $clk_period [get_ports {core_clock_i}]

set non_clock_inputs [all_inputs -no_clocks]
set_input_delay [expr $clk_period * $clk_io_pct] -clock clk0 $non_clock_inputs
set_output_delay [expr $clk_period * $clk_io_pct] -clock clk0 [all_outputs]
</file>
<file path="./design.v">
module tcbram (
    input   wire logic                  core_clock_i,
    input   wire logic [8:0]            rd_addr_i,
    output  wire logic [31:0]           rd_data_o,
    input   wire logic [3:0]            wr_en_i,
    input   wire logic [8:0]            wr_addr_i,
    input   wire logic [31:0]           wr_data_i
);
    reg [31:0] ram [0:511];
    always_ff @(posedge core_clock_i) begin
        rd_data_o <= ram[rd_addr_i];
        if (wr_en_i[3]) begin
            ram[wr_addr_i][31:24] <= wr_data_i[31:24];
        end
        if (wr_en_i[2]) begin
            ram[wr_addr_i][23:16] <= wr_data_i[23:16];
        end
        if (wr_en_i[1]) begin
            ram[wr_addr_i][15:8] <= wr_data_i[15:8];
        end
        if (wr_en_i[0]) begin
            ram[wr_addr_i][7:0] <= wr_data_i[7:0];
        end
    end
endmodule
</file>
==> reports/qor.yml <==
clk_path_buf_depth: 6
path_class: "input pin to flop"
cp_max_fo: 54
yosysChipArea_sq_mm: 0.642
slew_margin_rel: -0.0112
grt_pass1_wl_mm: 2760
max_clock_freq_mhz: 59.1
floorplan.io_pins: 87
worst_ep_required_time_ns: 48.55
cts_hold_buf: 0
period_minus_slack_ns: 16.93
path_cells: "buf_16 -> buf_4 -> buf_4 -> buf_4 -> buf_4 -> buf_4 -> buf_4 -> buf_4 -> buf_4 -> buf_4 -> mux2i_1 -> o221ai_1 -> o22ai_1 -> o21ai_0 -> buf_4 -> nand3_1 -> a21oi_1 -> or4b_1 -> a41oi_1"
hpwlAfterDp_mm: 1280
ys.flop_type: "sky130_fd_sc_hd__edfxtp_1"
postRouteAntennaNets: 0
design.die.area_sq_mm: 1.61
grt_overflow: 0
drt_first_iter_violations: 23300
worst_slew_pin_slew_ns: 1.50
hold_crit_class: "flop to flop"
place_inst: 52900
grt_setup_unrepaired: "no"
synthDistinctLibCells: 97
logic_area_sq_mm: 0.137
drt_first_pass_iters: 6
clkSlewWorstSetupHoldPaths_ns: 0.06
gr-usage-all-layers: 0.271
final_layout_top_logic_cell: "sky130_fd_sc_hd__edfxtp_1"
crit_path_max_incr_delay_ns: 0.69
netlist_area_sq_mm: 0.642
placement.io_buffers: 86
openroad.warnings: 148
design.core.area_sq_mm: 1.60
postSynthSeqShare: 0.767
setup_violations: 0
gp_congestion: 0.927
drt-met1-wl_mm: 565
cpMaxStageDelayCell: "sky130_fd_sc_hd__buf_4"
hold_viol: 0
final.fill_count: 131000
die_height_mm: 1.27
fin_skew_ns: 0.138
worstPathArrival_ns: 18.18
synth_warnings: 2
grt_pass1_vias: 357000
seq_area_sq_mm: 0.493
antenna_found_initial: 199
met2RoutedLength_mm: 874
syn_to_final_growth_pct: 12.5
h_tree_depth: 7
power.static_leakage_nw: 228
postSynth.asyncResetShare: 0
tns_ns: 0
final_core_utilization: 0.451
cts_inserted_buffers: 1711
final_cell_count_no_fill: 56400
wl_mm: 1990
critical_path_start_type: "input pin"
layout-drive-gt1-share: 0.190
std_cell_rows: 465
post_synth.cell_area_avg_sq_um: 19.8
met3RoutedLength_mm: 427
route.vias.total: 331000
initial_core_util: 0.401
synth-edff-count: 16400
cap_viol_max_count: 1
worst_ir_drop_vdd_uv: 34.9
post_cts_resized: 0
failing_checks: "max-capacitance violations, max-slew violations"
status: "complete, but fails checks"
postSynthCellCount: 32400
slew_viol_final: 1
clock_latency_ns: 1.39
cts_setup_buffers: 0
post_drt_wl_per_cell_um: 35.3
tritoncts: "built"
numSynthFlops: 16400
yosys-stat-cells: 32400
min_period_over_period: 0.358
power-per-cell-area_mw_per_mm2: 42.2
timing.critical_path.mode_cell: "sky130_fd_sc_hd__buf_4"
clock-sinks: 16400
vias_per_cell: 5.87
type_of_destination_of_the_critical_path: "flop"
layout_top_cells: "16400 x sky130_fd_sc_hd__edfxtp_1, 3195 x sky130_fd_sc_hd__mux2i_1, 2562 x sky130_fd_sc_hd__mux4_2"
die_w_mm: 1.27
top_signal_layer_used: "met5"
clock_tree.root_cell: "sky130_fd_sc_hd__clkbuf_16"
grt_max_degree: 145
drc_errors: 0
## path summary, 6_finish.rpt
kind	to	from	slack (ns)	cells past startpoint
max	rd_data_o[9]$_DFF_P_	rd_addr_i[0]	30.37	19
min	rd_data_o[14]$_DFF_P_	ram[2][14]$_DFFE_PP_	1.14	4
max reg2reg	rd_data_o[27]$_DFF_P_	ram[41][27]$_DFFE_PP_	43.50	8
min reg2reg	rd_data_o[14]$_DFF_P_	ram[2][14]$_DFFE_PP_	1.14	4
## cell type report
| class | instances | area share |
|---|---|---|
| antenna | 444 | 0.00154 |
| sequential | 16400 | 0.682 |
| clock inverter | 889 | 0.0111 |
| inverter | 5 | 0.0000571 |
| multi-input combinational | 13800 | 0.189 |
| clock buffer | 2128 | 0.0621 |
| tap | 21200 | 0.0368 |
| timing repair buffer | 1521 | 0.0174 |
## synthesized netlist by cell type, types with 84 or more instances
library cell / count / share of area
sky130_fd_sc_hd__o21ai_0: 400 / 0.0031
sky130_fd_sc_hd__edfxtp_1: 16400 / 0.77
sky130_fd_sc_hd__clkbuf_1: 1000 / 0.0058
sky130_fd_sc_hd__mux4_2: 2562 / 0.090
sky130_fd_sc_hd__nand2_1: 517 / 0.0030
sky130_fd_sc_hd__buf_2: 276 / 0.0022
sky130_fd_sc_hd__nor2_1: 2534 / 0.015
sky130_fd_sc_hd__nor4_1: 84 / 0.00082
sky130_fd_sc_hd__nor3_1: 361 / 0.0028
sky130_fd_sc_hd__nand3_1: 109 / 0.00085
sky130_fd_sc_hd__mux2i_1: 3195 / 0.050
sky130_fd_sc_hd__buf_4: 166 / 0.0019
sky130_fd_sc_hd__a211oi_1: 119 / 0.0014
sky130_fd_sc_hd__o22ai_1: 903 / 0.0088
sky130_fd_sc_hd__a21oi_1: 780 / 0.0061
sky130_fd_sc_hd__buf_6: 336 / 0.0059
sky130_fd_sc_hd__a22oi_1: 119 / 0.0014
sky130_fd_sc_hd__buf_1: 207 / 0.0012
sky130_fd_sc_hd__o221ai_1: 991 / 0.014
sky130_fd_sc_hd__a31oi_1: 188 / 0.0018
sky130_fd_sc_hd__buf_12: 88 / 0.0027
## worst max-delay path, delay by kind of cell
family                 cells  cell delay (ns)
and+or+nand+nor            2             0.66
buffers and inverters     11             6.02
muxes                      1             0.19
AOI/OAI and AO/OA          5             1.45
## flip-flops by register name, summed over array words and instances, names as in the netlist
signal	cells
ram	16384
rd_data_o	32
## power breakdown
part	internal (mW)	switching, mW
clock	7.46	5.42
sequential	16.0	0.0224
combinational	0.461	1.13
total	23.9	6.57
## stage by stage
stage                     setup WS, ns  cell area [sq um]  hold WS [ns]  total power [mW]
final                            30.37             722000          1.14              30.5
after CTS                        30.34             721000          1.13              30.6
after floorplan                  35.68             642000         0.812              17.1
after detailed placement         28.92             668000          1.13              17.9
after global routing             29.85             722000          1.17              31.3
after global placement           28.93             668000          1.12              17.9
## kinds of logic after synthesis
family / count (synthesis) / share of synthesized area
buffers and inverters: 2181 / 0.0221
AND/OR/NAND/NOR: 3907 / 0.0256
AND-OR/OR-AND: 4014 / 0.0429
multiplexers: 5833 / 0.142
flip-flops: 16400 / 0.767
## layer usage
layer	vias up	GRT usage
met4	304	0.122
met5	-	0.0625
li1	137000	-
met3	4233	0.256
met2	23500	0.367
met1	167000	0.277
Power and IR drop assume default switching activity.
