$ cat constraint.sdc
current_design icache_controller

set clk_period 8600.4
set clk_io_pct 0.2

create_clock -name clk0 -period $clk_period [get_ports {clk}]

set non_clock_inputs [all_inputs -no_clocks]
set_input_delay [expr $clk_period * $clk_io_pct] -clock clk0 $non_clock_inputs
set_output_delay [expr $clk_period * $clk_io_pct] -clock clk0 [all_outputs]
$ cat run.sh
#!/bin/bash
# OpenROAD 26Q1-2900-gdf79404cd8, Yosys 0.63+post, stock flow scripts
make -C /OpenROAD-flow-scripts/flow DESIGN_CONFIG=/design/flow/config.mk WORK_HOME=/design/flow/orfs finish
$ cat design.v
module icache #(
    parameter   WIDTH = 32
)
(
    input   wire logic                      clk,
    input   wire logic [8:0]                rd_addr,
    input   wire logic                      rd_en,
    output  logic [WIDTH-1:0]               rd_data,
    input   wire logic [8:0]                wr_addr,
    input   wire logic [WIDTH-1:0]          wr_data,
    input   wire logic                      wr_en
);
    reg[31:0] mem[511:0];  
    always_ff @(posedge clk) begin
        if (wr_en) begin
            mem[wr_addr] <= wr_data;
        end
        if (rd_en) begin
            rd_data <= mem[rd_addr];
        end
    end
endmodule
module icache_controller #(
    parameter WIDTH = 32,
    parameter ADDR_WIDTH = 32,
    parameter CACHE_SIZE = 512
)(
    input wire logic clk,
    input wire logic rst,
    output logic [WIDTH - 1:0] instr,
    input logic stall,  
    output logic valid,  
    input logic icache_flush,  
    input logic [ADDR_WIDTH - 1:0] set_pc,  
    input logic set_pc_valid,
    output logic icache_a_valid,
    input wire logic icache_a_ready,
    output logic [ADDR_WIDTH - 1:0] icache_a_addr,
    input wire logic icache_d_valid,
    input wire [WIDTH - 1:0] icache_d_data
);
    logic valid_array[15:0];
    logic [20:0] tag_array[15:0];
    logic [4:0] counter = 0;  
    logic [20:0] tag;
    logic [3:0] set;
    logic [6:0] byte_offset;
    logic [ADDR_WIDTH - 1:0] pc;
    logic cache_hit;
    logic [8:0] wr_addr;
    always_comb begin
        tag = pc[31:11];
        set = pc[10:7];
        byte_offset = pc[6:0];
    end
    icache #(
        .WIDTH(WIDTH)
    ) icache_inst (
        .clk(clk),
        .rd_addr(pc[10:2]),
        .rd_en(icache_a_valid),
        .rd_data(instr),
        .wr_addr({pc[10:7], counter}),
        .wr_data(icache_d_data),
        .wr_en(icache_d_valid)
    );
    always_ff @(posedge clk) begin
        if (rst) begin
            pc <= 0;
        end else if (set_pc_valid) begin
            pc <= set_pc;
        end
        else if (!stall && cache_hit) begin
            pc <= pc + 4;
        end
    end
    always_ff @(posedge clk) begin
        if (cache_hit && !stall) begin
            valid <= 1;
        end else if (!stall) begin
            valid <= 0;
        end
    end
    always_comb begin
        if (tag == tag_array[set] && valid_array[set]) begin
            cache_hit = 1;
        end else begin
            cache_hit = 0;
        end
    end
    localparam IDLE = 2'b00;
    localparam MISS = 2'b01;
    localparam RESPONSE = 2'b10;
    localparam CACHE_FLUSH = 2'b11;
    reg [1:0] icache_state = IDLE;
    always_ff @(posedge clk) begin
        if (rst) begin
            icache_state <= IDLE;
        end else begin
            case (icache_state)
                IDLE: begin
                    if (icache_flush) begin
                        icache_state <= CACHE_FLUSH;
                    end else if (cache_hit) begin
                        icache_state <= IDLE;
                    end else begin
                        icache_state <= MISS;
                    end
                end
                MISS: begin
                    icache_a_addr <= {pc[31:7], 7'b0};
                    icache_a_valid <= 1;
                    icache_state <= RESPONSE;
                end
                RESPONSE: begin
                    if (icache_a_ready) begin
                        icache_a_valid <= 0;
                    end
                    if (icache_d_valid) begin
                        counter <= counter + 1;
                        if (counter == 5'b11111) begin
                            valid_array[set] <= 1;
                            tag_array[set] <= tag;
                            icache_state <= IDLE;
                        end
                    end
                end
                CACHE_FLUSH: begin
                    if (counter[3:0] == 4'b1111) begin
                        icache_state <= IDLE;
                        counter <= 0;
                    end else begin
                        counter <= counter + 1;
                    end
                    valid_array[counter[3:0]] <= 0;
                end
            endcase
        end
    end
endmodule
$ cat config.mk
export PLATFORM = sky130hd
export DESIGN_NAME = icache_controller
export DESIGN_NICKNAME = icache_controller
export VERILOG_FILES = /design/flow/design.v
export SDC_FILE = /design/flow/constraint.sdc
export NUM_CORES = 4
export LEC_CHECK = 1
export CORE_UTILIZATION = 40
export SYNTH_MEMORY_MAX_BITS = 65536
==> run notes <==
run metrics: P per Cell Area 0.235 nW/um^2, Clock Pin Slew Worst Setup and Hold Paths 60 ps, fin crit share 20.0%, Core ar. 1,600,000 um^2, H-Tree Depth 7, Seq pwr share 52.5%, # Cells Yosys 25,403, Synth flops 16,836, setup TNS 0 ps, worst slew pin tran 1250 ps, Post-synth ARST share 0%, Avg Synthesized Cell Area 25.2 um^2, total CTS buffers 1,682, clock share of power 40.9%, final hold violations 0, pre-CTS setup slack 6,876,120 ps, Post-synth EDFFs 16,799, postcts setup bufs 0, worst setup margin 6,877,480 ps, layout cells sized above 1 34.3%, HPWL after DPL 1,010,000 um, initial antenna violation count 116, Slew HR 16.3%, Final Slew Violations 0, Setup CP Type in2reg, CTS resizes 0, sequential fraction of the synthesis area 78.8%, Worst VDD drop 0.000194 mV, setup violators final 0, worst path required time 8,601,420 ps, area grow syn2layout 14.4%, Net Sw Power 0.0000373 W, global route total overflow 0, global-route wire length before repair 2,430,000 um, average vias per placed instance 5.71, Sw Ratio 21.6%, Sink Count 16,836, logic gate share of total power 6.6%, Crit path arrival time 1,723,950 ps, full die area 1,610,000 um^2, DR WL/cell 34.7 um, min cycle time layout 1,722,920 ps, CTS tree done, unrepaired setup endpoints after global routing no, synthesized area 641,000 um^2, Top-area cell share 78.7%, post-route cell area 734,000 um^2, CP endpoint kind flip-flop, Placed Area 681,000 um^2, pin count of the biggest net entering global routing 160, clk latency late pin 1380 ps, total global-route track usage 24.1%, IO buf count 127, post-route ant nets 1, Most used DFF post-synth edfxtp_1, # IOs 137, Init Core Util 40.2%, CP peak stage delay 730 ps, status complete, but fails checks, clock root cell clkbuf_16, vias in the first global route 322,654, static leakage 221 nW, DR vias 286,192, routability congestion estimate 0.867, skew final 157 ps, final WL 1,740,000 um, cell with the most instances after synthesis edfxtp_1, most used cell, CP buf_4, DR iter-0 viols 18,163, internal cell power 0.000135 W, OpenROAD warnings 65, MaxCap Viol Count 0, fill count 126,781, Cell Rows 464, DRC errors left 0, Post-Syn Instances 25,403, yosys warns 2, top post-synthesis cells by count edfxtp_1, mux4_2, clkbuf_1, clock tree buffer depth 6, failing checks antenna violations, critical-path cell list buf_8 -> buf_4 -> buf_4 -> buf_4 -> buf_4 -> buf_4, biggest area cells edfxtp_1, mux4_2, mux2i_1, f_max 0.580 MHz, Worst Setup Start Kind input pin, slowest CP cell buf_4, crit path max fanout 81, Yosys cell types 77, Chip Area, Yosys 641,000 um^2, hold_buf cts 0, Chip Width 1270 um, Synth area leader edfxtp_1, Hold Crit Class reg2reg, Pre-antenna DRT Iters 8, Die Ht 1270 um
[worst paths after layout]
check                      from                                end  slack (ps)  depth (start not counted)
max            icache_d_data[5]  icache_inst.mem[300][5]$_DFFE_PP_     6877470                          6
min          valid$_SDFFE_PP1N_                 valid$_SDFFE_PP1N_         450                          1
max reg2reg  pc[2]$_SDFFE_PP0P_   icache_inst.rd_data[3]$_DFFE_PP_     8589850                         17
min reg2reg  valid$_SDFFE_PP1N_                 valid$_SDFFE_PP1N_         450                          1
[logic make-up after synthesis]
family	share of synthesized area [%]
buf+inv	0.927
other cells	0.000585
fa+ha+maj	0.0234
flops	78.8
xor+xnor	0.0451
mux	19.2
compound gates	0.462
simple gates	0.610
[worst max-delay path, delay by kind of cell]
kind | cells | cell delay [ps]
buffers and inverters | 6 | 3570
[cells in the final DEF (no fill, tap or decap), types with 157 or more instances in the layout]
master / instances
edfxtp_1: 16799
mux4_2: 5242
clkbuf_16: 1701
buf_4: 1552
nor2_4: 519
mux2i_1: 463
clkbuf_1: 360
clkinv_1: 334
clkinv_2: 324
diode_2: 230
o22ai_1: 157
[layer usage]
metal  GRT usage, %  vias up  share of wire [%]
li1               -   115320                  -
met1           24.0   145472                 27
met2           33.3    22336                 45
met3           24.8     2857                 23
met4           7.61      207                4.1
met5           3.33        -               0.38
[state kept, by name, indices dropped and copies added (netlist names), named ones only]
name,count
pc,30
valid_array,16
icache_a_addr,25
icache_inst.mem,16384
valid,1
tag_array,336
icache_state,2
counter,5
icache_inst.rd_data,32
icache_a_valid,1
[area by class of cell]
class,count,area [um^2],area share [%]
inverter,31,140,0.0191
sequential,16836,505000,68.9
clock buffer,2062,43900,5.99
timing repair buffer,1715,13800,1.88
multi-input combinational,7127,135000,18.4
antenna,230,576,0.0784
tap,21203,26500,3.62
clock inverter,915,8520,1.16
[power groups by stage]
| stage | Combinational [W] | Sequential [W] | Clock (W) |
|---|---|---|---|
| global route | 0.0000120 | 0.0000907 | 0.0000749 |
| finish | 0.0000113 | 0.0000907 | 0.0000707 |
| CTS | 0.0000113 | 0.0000907 | 0.0000718 |
[metrics by stage]
step	util, %	total power, W	hold WS (ps)	cells
2_1_floorplan	-	0.0000978	403	25409
3_3_place_gp	42.6	0.000104	436	46911
3_5_place_dp	42.6	0.000104	441	46912
4_1_cts	45.9	0.000174	456	49889
5_1_grt	45.9	0.000178	466	50046
6_report	45.9	0.000173	454	50119
No activity file was given, so power comes from the tool's default toggle rates.
