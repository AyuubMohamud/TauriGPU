### /design/flow/design.v
module z_buffer #(
    parameter Z_SIZE = 8,
    parameter X_RES = 4,
    parameter Y_RES = 4,
    parameter X_PIXEL_SIZE = $clog2(X_RES),
    parameter Y_PIXEL_SIZE = $clog2(Y_RES),
    parameter ADDR_SIZE = 32
)(
    input logic clk_i,
    input logic rst_i,
    input logic start_i,
    input logic flush_i,
    input logic [X_PIXEL_SIZE-1:0] pixel_x_i,
    input logic [Y_PIXEL_SIZE-1:0] pixel_y_i,
    input logic [Z_SIZE-1:0] pixel_z_i,
    input logic [2:0] z_depth_func_i,
    input logic [ADDR_SIZE-1:0] buffer_base_address_i,
    output logic buf_r_w,
    output logic [Z_SIZE-1:0] buf_data_w,
    input logic [Z_SIZE-1:0] buf_data_r,
    output logic [ADDR_SIZE-1:0] buf_addr,
    input logic data_r_valid,
    output logic data_r_ready,
    output logic data_w_valid,
    input logic data_w_ready,
    output logic flush_done_o,
    output logic depth_pass_o,
    output logic done_o
);
    logic need_update;
    logic update_complete;
    logic [$clog2(Y_RES*X_RES)-1:0] offset;
    logic [ADDR_SIZE-1:0] addr;
    logic depth_comparison_result;
    logic [$clog2(X_RES * Y_RES):0] flush_counter;
    assign offset = pixel_y_i * X_RES + pixel_x_i;
    assign addr = buffer_base_address_i + offset;
    typedef enum logic [2:0] {
        GL_NEVER = 3'b000,
        GL_LESS = 3'b001,
        GL_LEQUAL = 3'b010,
        GL_GREATER = 3'b011,
        GL_GEQUAL = 3'b100,
        GL_EQUAL = 3'b101,
        GL_NOTEQUAL = 3'b110,
        GL_ALWAYS = 3'b111
    } z_func_t;
    typedef enum logic [2:0] {
        IDLE,
        READ,
        WRITE,
        RENDER_DONE,
        FLUSH,
        DONE
    } state_t;
    state_t curr_state, next_state;
    always_comb begin
        next_state = curr_state;
        case (curr_state)
            IDLE: next_state = start_i ? (flush_i ? FLUSH : READ) : IDLE;
            READ: begin
                if (data_r_valid && data_r_ready) begin
                    next_state = depth_comparison_result ? WRITE : RENDER_DONE;
                end else begin
                    next_state = READ;   
                end
            end
            WRITE: begin
                if (data_w_valid && data_w_ready) begin
                    next_state = RENDER_DONE;
                end else begin
                    next_state = WRITE;   
                end
            end
            RENDER_DONE: next_state = DONE;
            FLUSH: next_state = flush_done_o ? DONE : FLUSH;
            DONE: next_state = IDLE;
        endcase
    end
    always_comb begin
        case (z_depth_func_i)
            GL_NEVER: depth_comparison_result = 1'b0;
            GL_LESS: depth_comparison_result = (pixel_z_i < buf_data_r);
            GL_LEQUAL: depth_comparison_result = (pixel_z_i <= buf_data_r);
            GL_GREATER: depth_comparison_result = (pixel_z_i > buf_data_r);
            GL_GEQUAL: depth_comparison_result = (pixel_z_i >= buf_data_r);
            GL_EQUAL: depth_comparison_result = (pixel_z_i == buf_data_r);
            GL_NOTEQUAL: depth_comparison_result = (pixel_z_i != buf_data_r);
            GL_ALWAYS: depth_comparison_result = 1'b1;
            default: depth_comparison_result = (pixel_z_i < buf_data_r);
        endcase
    end
    always_ff @(posedge clk_i) begin
        if (rst_i) begin
            curr_state <= IDLE;
            buf_r_w <= 1'b1;
            buf_data_w <= '0;
            buf_addr <= '0;
            data_r_ready <= 1'b0;
            data_w_valid <= 1'b0;
            depth_pass_o <= 1'b0;
            done_o <= 1'b0;
            flush_done_o <= 1'b0;
            need_update <= 1'b0;
            update_complete <= 1'b0;
            flush_counter <= 0;
        end else begin
            curr_state <= next_state;
            case (curr_state)
                IDLE: begin
                    flush_done_o <= 1'b0;
                    update_complete <= 1'b0;
                    done_o <= 1'b0;
                    buf_r_w <= 1'b1;
                    data_r_ready <= 1'b0;
                    data_w_valid <= 1'b0;
                    flush_counter <= 0;   
                end
                READ: begin
                    buf_r_w <= 1'b1;
                    buf_addr <= addr;
                    data_w_valid <= 1'b0;
                    data_r_ready <= (next_state == READ);
                    if (data_r_valid && data_r_ready) begin
                        depth_pass_o <= depth_comparison_result;
                        need_update <= depth_comparison_result;
                    end
                end
                WRITE: begin
                    if (!data_w_valid) begin
                        buf_r_w <= 1'b0;
                        buf_data_w <= pixel_z_i;
                        buf_addr <= addr;
                        data_w_valid <= 1'b1;
                    end
                    else if (data_w_ready) begin
                        need_update <= 1'b0;
                        data_w_valid <= 1'b0;
                    end
                end
                RENDER_DONE: begin
                    update_complete <= 1'b1;
                    data_w_valid <= 1'b0;
                    data_r_ready <= 1'b0;
                end
                FLUSH: begin
                    if (flush_counter == 0) begin
                        buf_r_w <= 1'b0;   
                        buf_data_w <= {Z_SIZE{1'b1}};   
                        buf_addr <= buffer_base_address_i + flush_counter;   
                        data_w_valid <= 1'b1;   
                        if (data_w_ready && data_w_valid) begin
                            flush_counter <= flush_counter + 1;
                        end
                    end
                    else if (flush_counter < (X_RES * Y_RES)) begin
                        if (data_w_ready) begin
                            buf_addr <= buffer_base_address_i + flush_counter;   
                            data_w_valid <= 1'b1;   
                            flush_counter <= flush_counter + 1;   
                        end
                    end
                    else begin
                        flush_done_o <= 1'b1;   
                        flush_counter <= 0;   
                        data_w_valid <= 1'b0;   
                    end
                end
                DONE: begin
                    done_o <= 1'b1;
                    data_w_valid <= 1'b0;
                    data_r_ready <= 1'b0;
                end
            endcase
        end
    end
endmodule
### /design/flow/run.sh
#!/bin/bash
# OpenROAD 26Q1-2900-gdf79404cd8, Yosys 0.63+post, stock flow scripts
make -C /OpenROAD-flow-scripts/flow DESIGN_CONFIG=/design/flow/config.mk WORK_HOME=/design/flow/orfs finish
### /design/flow/config.mk
export PLATFORM = sky130hd
export DESIGN_NAME = z_buffer
export DESIGN_NICKNAME = z_buffer
export VERILOG_FILES = /design/flow/design.v
export SDC_FILE = /design/flow/constraint.sdc
export NUM_CORES = 4
export LEC_CHECK = 1
export CORE_UTILIZATION = 40
### /design/flow/constraint.sdc
current_design z_buffer

set clk_period 8.8
set clk_io_pct 0.2

create_clock -name clk0 -period $clk_period [get_ports {clk_i}]

set non_clock_inputs [all_inputs -no_clocks]
set_input_delay [expr $clk_period * $clk_io_pct] -clock clk0 $non_clock_inputs
set_output_delay [expr $clk_period * $clk_io_pct] -clock clk0 [all_outputs]
==> Table 3: Implementation characteristics <==
Implementation parameters

Parameter                              Value

Routing
  DRT iter0 DRCs    113
  Via-per-instance ratio    5.31
  Total antenna diodes in the routed design    0
  Antenna Violating Nets Remaining    0
  Average wire per standard cell    14.4 um
  Via count    3,300
  Drt first pass iters    4
  Detailed-route DRC error count    0
  Final routed wirelength across all metal layers    8960 um

Global route
  Number of global-route vias before repair    2,860
  GR Util All Layers    0.210
  GR Overflow Total    0
  Pin count of the biggest net entering global routing    56
  Wire length of the first global-routing pass    14,200 um
  Antenna violations before repair    0

Placement
  Detail Placement HPWL    6380 um
  Final weighted congestion of routability-driven global placement    0.869
  Worst slack, placed    4.35 ns
  Area post-placement    4440 um2
  Number of buffers inserted by port buffering    106

Timing
  Smallest setup slack after layout    4.67 ns
  Final worst clock skew    0.00716 ns
  Fin crit period    4.13 ns
  Post-route setup TNS    0 ns
  Setup repair after global routing missed its margin    false
  Worst max-slew margin expressed relative to the limit    0.467
  Number of endpoints with negative hold slack in the final report    0
  Number of endpoints failing setup at the final stage    0
  Worst-Margin Slew    0.796 ns
  Achievable Freq    242 MHz
  Number of max-slew violations in the final report    0
  Part of the cycle the worst path needs    0.470

Clock network
  Worst-case clock buffer depth    2
  Root Driver    sky130_fd_sc_hd__clkbuf_8
  CTS sink cnt    57
  Register clock-pin slew on the reported worst setup and hold paths    0.07 ns
  Hold buffer count at CTS    0
  Deepest level of the CTS H-tree    3
  Gates resized, CTS repair    0
  CTS tree    yes
  Clock buffer count from CTS    9
  Clock latency of the later-clocked register in the worst-skew pair    0.34 ns
  # Post-CTS Setup Buffers    0

Floorplanning
  Fp util    0.421
  Die Area    8680 um2
  Chip height    93.2 um
  Core ar.    7890 um2
  Die Width    93.2 um
  Row count    32
  IO Count    107

Critical path
  Class of the most critical setup path    input port to flop
  CP cell instances    clkdlybuf4s50_1 -> and3_1 -> and3_1 -> and4_1 -> nor3b_2 -> a311oi_1 -> nor4_1
  Critical Path Start Type    input port
  Largest driver fanout on the critical path    12
  Sum of buffers and inverters on the critical path    1
  Kind of capture point of the worst setup path    flop
  Slowest cell delay on critical path    0.73 ns
  Crit path top cell by count    sky130_fd_sc_hd__and3_1
  Slowest stage cell, crit path    sky130_fd_sc_hd__nor3b_2
  Crit path required time    9.05 ns
  Cell family contributing the most delay on the critical path    simple AND/OR/NAND/NOR gates
  Data arrival time of the critical path    4.38 ns

Logic synthesis
  Leading cell types by total area after synthesis    sky130_fd_sc_hd__dfxtp_1 (34%), sky130_fd_sc_hd__nor2_1 (7.9%), sky130_fd_sc_hd__a211oi_1 (6.1%)
  Library cell with the largest summed area after synthesis    sky130_fd_sc_hd__dfxtp_1
  Async S/R FF share, synth    0
  Number of flops mapped to enable cells by yosys    0
  Cell area after synthesis    3320 um2
  Flops out of synthesis    57
  Avg Synthesized Cell Area    7.95 um2
  Number of instances in the synthesized netlist    418
  Yosys stat cell total    418
  Unique cell type count in the Yosys netlist    54
  Sequential area share after synthesis    0.343
  Main flop type    sky130_fd_sc_hd__dfxtp_1
  Area leader share    0.343
  Tally of yosys warning messages    1
  Synthesis area per yosys    3320 um2

Power
  PwrDens    145 nW/um2
  Peak supply drop    0.0000813 V
  Cell leakage power    1.74 nW

Flow run
  Max-cap viol count    0
  Log Warnings    27

Final layout
  Post-route cell area    4600 um2
  Most frequent logic cells in the routed design    sky130_fd_sc_hd__clkdlybuf4s50_1 (105), sky130_fd_sc_hd__nor2_1 (70), sky130_fd_sc_hd__dfxtp_1 (57), sky130_fd_sc_hd__nand2_1 (28), sky130_fd_sc_hd__a211oi_1 (27)
  Share of final-layout standard cells stronger than drive strength 1    0.0577
  Most common cell after layout, fill and taps aside    sky130_fd_sc_hd__clkdlybuf4s50_1
  Number of filler instances in the final layout    740
  Layout area overhead    38.4%

Worst hold path
  Path category of the worst min-delay check    flop to flop

Run status
  Run status    completed
## flip-flops by register name (all words and copies together), names as in the netlist
name / flops
done_o: 1
curr_state: 6
data_w_valid: 1
depth_pass_o: 1
buf_r_w: 1
data_r_ready: 1
buf_addr: 32
flush_done_o: 1
buf_data_w: 8
flush_counter: 5
## synthesized netlist by cell type, types with 2 or more instances
cell type                    n
sky130_fd_sc_hd__a211oi_1   27
sky130_fd_sc_hd__a21o_1      2
sky130_fd_sc_hd__a21oi_1    22
sky130_fd_sc_hd__a311oi_1    6
sky130_fd_sc_hd__a31oi_1     3
sky130_fd_sc_hd__and2_1      3
sky130_fd_sc_hd__and3_1     15
sky130_fd_sc_hd__and4_1      6
sky130_fd_sc_hd__buf_1       2
sky130_fd_sc_hd__buf_2       8
sky130_fd_sc_hd__clkbuf_1   14
sky130_fd_sc_hd__dfxtp_1    57
sky130_fd_sc_hd__ha_1       16
sky130_fd_sc_hd__inv_1      21
sky130_fd_sc_hd__mux2_2      3
sky130_fd_sc_hd__mux2i_1     2
sky130_fd_sc_hd__nand2_1    28
sky130_fd_sc_hd__nand3_1     7
sky130_fd_sc_hd__nand4_1     3
sky130_fd_sc_hd__nor2_1     70
sky130_fd_sc_hd__nor2b_1     6
sky130_fd_sc_hd__nor3_1      4
sky130_fd_sc_hd__nor4_1     11
sky130_fd_sc_hd__o2111ai_1   5
sky130_fd_sc_hd__o211ai_1    8
sky130_fd_sc_hd__o21a_1      2
sky130_fd_sc_hd__o21ai_0    16
sky130_fd_sc_hd__o311a_1     2
sky130_fd_sc_hd__or2_2       2
sky130_fd_sc_hd__or3_1       6
sky130_fd_sc_hd__or4_1       3
sky130_fd_sc_hd__xnor2_1     6
sky130_fd_sc_hd__xor2_1     11
## logic make-up (layout without fill, tap and decap cells)
logic type               Yosys count  in the layout  share of synthesized area
AND/OR/NAND/NOR                  172            172                      0.259
buffers and inverters             46            148                     0.0561
AND-OR/OR-AND                    104            104                      0.215
XOR/XNOR                          17             17                     0.0448
adder cells (fa/ha/maj)           17             17                     0.0662
flip-flops                        57             57                      0.343
multiplexers                       5              5                     0.0162
## tightest hold or removal path: cells and delay by family, from the launching register on
kind               cells  cell delay (ns)
DFF                    1             0.31
and+or+nand+nor        1             0.05
AOI/OAI and AO/OA      1             0.05
## report_power, final
group | switching [W] | leakage, nW | internal, W
Sequential | 0.0000124 | 0.468 | 0.000279
Clock | 0.000112 | 0.0818 | 0.000100
Combinational | 0.0000704 | 1.19 | 0.0000915
Total | 0.000195 | 1.74 | 0.000471
## per-stage QoR
stage	instances	total power [W]	hold WS, ns	util
after detailed placement	606	0.000460	0.450	0.563
after global routing	622	0.000707	0.487	0.583
after global placement	606	0.000458	0.446	0.563
final	622	0.000665	0.456	0.583
after CTS	622	0.000675	0.464	0.583
after floorplan	418	0.000371	0.412	-
## area by class of cell
class	count	area, um2	area share
clock inverter	6	35.0	0.00761
tap	102	128	0.0277
multi-input combinational	315	2000	0.434
timing repair buffer	111	1090	0.238
clock buffer	10	128	0.0277
sequential	57	1140	0.248
inverter	21	78.8	0.0171
## final timing paths
check / end / cells past startpoint / startpoint / slack [ns]
max: buf_addr[21] / 7 / buffer_base_address_i[5] / 4.67
min: buf_addr[0] / 2 / buf_addr[0] / 0.46
max reg2reg: buf_addr[21] / 9 / curr_state[1] / 5.69
min reg2reg: buf_addr[0] / 2 / buf_addr[0] / 0.46
## layer usage
metal  vias to the layer above  GRT usage  share of wire
met3                         2     0.0430          0.054
met1                      1503      0.346           0.53
li1                       1716          -              -
met5                         -          0              0
met2                        79      0.297           0.41
met4                         0     0.0167         0.0042
Power is estimated from default activity; no workload was simulated.
